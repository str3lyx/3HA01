===== design/flow/run.sh =====
#!/bin/bash
# OpenROAD 26Q1-2900-gdf79404cd8, Yosys 0.63+post, stock flow scripts
make -C /OpenROAD-flow-scripts/flow DESIGN_CONFIG=/design/flow/config.mk WORK_HOME=/design/flow/orfs finish

===== design/flow/config.mk =====
export PLATFORM = sky130hd
export DESIGN_NAME = musicbox
export DESIGN_NICKNAME = musicbox
export VERILOG_FILES = /design/flow/design.v
export SDC_FILE = /design/flow/constraint.sdc
export NUM_CORES = 4
export LEC_CHECK = 1
export CORE_AREA = 10 10 105 105
export DIE_AREA = 0 0 115 115

===== design/flow/constraint.sdc =====
current_design musicbox

set clk_period 5.2
set clk_io_pct 0.2

create_clock -name clk0 -period $clk_period [get_ports {clk}]

set non_clock_inputs [all_inputs -no_clocks]
set_input_delay [expr $clk_period * $clk_io_pct] -clock clk0 $non_clock_inputs
set_output_delay [expr $clk_period * $clk_io_pct] -clock clk0 [all_outputs]

===== design/flow/design.v =====
module musicbox(clk, sw1, sw2, sw3, spk1);
input clk, sw1, sw2, sw3;
output reg spk1;
reg [25:0] clk_counter = 0;
reg [25:0] limiter = 25_000_000;
parameter hundred = 3, ten = 8, digit = 6;  
reg [3:0] num = 10;
always @(*) begin
	if (sw1 == 0) begin
		num = hundred;
	end else if (sw2 == 0) begin
		num = ten;
	end else if (sw3 == 0) begin
		num = digit;
	end else begin
		num = 10;
	end
	case(num)
		1: limiter = 25_000_000 / 262;  
		2: limiter = 25_000_000 / 294;  
		3: limiter = 25_000_000 / 330;  
		4: limiter = 25_000_000 / 349;  
		5: limiter = 25_000_000 / 392;  
		6: limiter = 25_000_000 / 440;  
		7: limiter = 25_000_000 / 494;  
		8: limiter = 25_000_000 / 524;  
		9: limiter = 25_000_000 / 587;  
		0: limiter = 25_000_000 / 659;  
		default: limiter = 0;		    
	endcase
end
always @(posedge clk) begin
	clk_counter = clk_counter + 1;
	if (clk_counter >= limiter) begin
		if (limiter > 0) begin
			spk1 = ~spk1;
		end else begin
			spk1 = 0;
		end
		clk_counter = 0;
	end
end
endmodule

==> results.toml <==
# yosys + openroad results
[worst_setup_path]
worstPathArrival_ns = 3.69
crit_type = "input pin to flip-flop"
path_buffers = 3
critPathSlowestCell = "clkdlybuf4s50_1"
cp.required_ns = 5.23
worstReg2RegStart = "clk_counter[3]"
worstReg2RegEnd = "spk1"
crit_fanout = 18
rrSetupSlack_ns = 1.57
path_delay_family = "buffers and inverters"
cp-start-kind = "input pin"
endpoint_kind = "flip-flop"
rr_worst_depth = 10
path_cells = "clkdlybuf4s50_1, nand2_1, inv_1, nand2_1, ha_1, nand2b_1, a21oi_1, o311ai_0, nand3_1, buf_4, or4_4"
slowest_delay_ns = 0.62
crit_top_cell = "nand2_1"

[yosys]
async_flop_share = 0
yosys-top-cells-area = "dfxtp_1, ha_1, nor4_1"
ys.flop_type = "dfxtp_1"
synth_seq_share = 0.305
edf_count = 1
synthCells = 210
ys_warn_count = 1
ys_cells = 210
syn_area_mm2 = 0.00181
yosys_area_mm2 = 0.00181
ys_ff = 27
synth_top_area_share = 0.288
avgSynthCellArea_um2 = 8.60
synth_area_leader_cell = "dfxtp_1"
ys_types = 45

[sta]
slew_headroom = 0.476
finalCriticalPeriod_ns = 3.66
finalClockPeriodUsage = 0.703
rsz0062_at_grt = "no"
worst_pin_slew_ns = 0.786
setup_viol = 0
fin_setup_tns_ns = 0
drv_slew = 0
hold_viol_final = 0
clock.fmax_mhz = 273
fin_skew_ns = 0.00543
hold_ws_ns = 0.570

[final_layout]
finalNonFillerCells = 328
area_delta_synth_final_pct = 12.3
final_common_cell = "dfxtp_1"
drive_above_1_share = 0.0727
nFillCells = 949
final_cell_mix = "dfxtp_1, nor4_1, ha_1, nand2_1, o21ai_0"

[clocking]
cts_setup_buffers = 0
ctsResizeCount = 0
clkSinkCount = 27
clk_latency_ns = 0.27
clk_path_buf_depth = 2
cts-root-buf = "clkbuf_8"
tritoncts = "done"
cts.hold.buffers_added = 0
clk_pin_slew_ns = 0.09
htree_levels = 1
cts_made_buffers = 3

[die]
core_mm2 = 0.00876
fp.dieW_um = 115
core_util_floorplan = 0.206
rows = 34
fp.dieH_um = 115
chipArea_mm2 = 0.0132
ios = 5

[global_route]
grt_max_degree = 19
grt_overflow = 0
antenna_found_initial = 0
grt_first_pass_wirelength_um = 6720
grt_pass1_vias = 1405
track_usage = 0.0598

[route]
remaining_drc_errors = 0
ant_nets = 0
drtIter0Drc = 98
vias = 1560
viasPerCell = 4.76
wirelength_um = 3960
wire_per_inst_um = 12.1
drtPass1Iterations = 4
diodes = 0

[power_and_ir_drop]
power_frac_comb = 0.092
clkPwrFrac = 0.318
seqPwrFrac = 0.591
p_per_area_mw_per_mm2 = 182
ir_drop_mv = 0.103
p_int_mw = 0.282
power.leakage_nw = 0.762
switching_share = 0.238
power_switching_mw = 0.0881

[hold_path]
min_to = "spk1"
hold_path_depth = 1
hold_class = "flip-flop to flip-flop"
min-delay-start = "spk1"

[placement]
port_buffers = 4
hpwl_um = 2890
routabilityCongestion = 0.870
post-place-cells = 324

[flow_run]
cap_violations = 0
warnings = 25

[run_status]
run_status = "finished clean"
power by group through the flow:
stage	Combinational [mW]	Sequential, mW	Clock, mW
CTS	0.0337	0.219	0.123
global route	0.0387	0.220	0.130
finish	0.0339	0.218	0.117
per-stage QoR:
step                setup slack (ns)  cell area, µm²   util  power [mW]
detailed placement              1.29            1980  0.226       0.256
global route                    1.31            2030  0.231       0.389
CTS                             1.56            2030  0.231       0.376
floorplan                       1.91            1840      -       0.245
finish                          1.54            2030  0.231       0.370
global placement                1.33            1980  0.226       0.256
final cells by class:
type,instances,area (µm²),share of cell area
multi-input combinational,175,1210,0.595
inverter,7,26.3,0.0130
timing repair buffer,7,62.6,0.0308
tap,108,135,0.0666
clock inverter,1,5.00,0.00247
sequential,27,551,0.271
clock buffer,3,41.3,0.0204
per-layer routing:
metal	up-vias	track usage	part of all wire
li1	812	-	-
met2	32	0.0916	0.43
met3	0	0.0148	0.052
met5	-	0	0
met4	0	0.00165	0
met1	716	0.0881	0.52
registers in the layout, indices dropped and copies added (netlist names):
register,count
spk1,1
clk_counter,26
how the worst max path moves through the flow:
stage                 slack [ns]   end            from  depth (start not counted)
after CTS                   1.56  spk1  clk_counter[3]                         10
final                       1.54  spk1             sw1                         11
after global routing        1.31  spk1             sw1                         11
cells by family (layout without fill, tap and decap cells):
logic type	count (synthesis)	count (layout)	synth area share
and+or+nand+nor	89	89	0.288
AOI/OAI and AO/OA	42	42	0.155
DFF	27	27	0.305
adders and majority gates	18	18	0.125
xor gates and xnor gates	17	17	0.0825
buffers and inverters	16	18	0.0430
other	1	9	0.00208
worst register-to-register path, delay by kind of cell, from the launching register on:
kind                     cells  cell delay [ns]
adder cells (fa/ha/maj)      1             0.31
flip-flops                   1             0.42
AND/OR/NAND/NOR              5             1.76
AND-OR/OR-AND                3             0.69
buffers and inverters        1             0.23
synthesized netlist by cell type, types with 3 or more instances:
cell type  count
nor4_1        19
a21boi_0       4
a21oi_1        5
xor2_1         6
dfxtp_1       26
nand2_1       16
xnor2_1       11
inv_1          7
nand3_1        9
ha_1          18
nand2b_1       3
nor3_1         4
nor2_1        11
nand4_1       11
clkbuf_1       4
and4_1         3
o21ai_0       16
Power and IR drop assume default switching activity.
