--- design/flow/design.v ---
module digit2segment(clk,segmentShow,dp,segment1,segment2,segment3,segment4);
input clk;
output segment1,segment2,segment3,segment4,dp;
output [6:0] segmentShow;
parameter inClk = 50_000_000;        
parameter refreshT = inClk/(60*4);   
reg [26:0] clkRefresh; 		         
reg [6:0] abcdefg;  		                                 
reg s4,s3,s2,s1;     		                                 
reg [1:0] segmentID; 		                                 
reg [3:0] digit = 3, ten = 8, hundred = 3, thousand = 10; 	 
reg [15:0] num;		 
always @(posedge clk) begin    
	clkRefresh <= clkRefresh + 1;
	if (clkRefresh == refreshT) begin	
		segmentID <= segmentID + 1;
		clkRefresh <= 0;   
	end
	case(segmentID)  	 
		2'b00 : begin s4 = 0; s3 = 0; s2 = 0; s1 = 1;  num = thousand; 	end
		2'b01 : begin s4 = 0; s3 = 0; s2 = 1; s1 = 0;  num = hundred; 	end
		2'b10 : begin s4 = 0; s3 = 1; s2 = 0; s1 = 0;  num = ten;	end
		2'b11 : begin s4 = 1; s3 = 0; s2 = 0; s1 = 0;  num = digit;	end
	endcase	
	case(num)
		1: abcdefg = 7'b0110000;
		2: abcdefg = 7'b1101101;
		3: abcdefg = 7'b1111001;
		4: abcdefg = 7'b0110011;
		5: abcdefg = 7'b1011011;
		6: abcdefg = 7'b1011111;
		7: abcdefg = 7'b1110000;
		8: abcdefg = 7'b1111111;
		9: abcdefg = 7'b1111011;
		0: abcdefg = 7'b1111110;
    	default: abcdefg = 7'b0000000;
	endcase
end
assign segment1 = s1; 	assign segment2 = s2; 	assign segment3 = s3; 	assign segment4 = s4;
assign segmentShow = abcdefg;     
endmodule
--- design/flow/run.sh ---
#!/bin/bash
# OpenROAD 26Q1-2900-gdf79404cd8, Yosys 0.63+post, stock flow scripts
make -C /OpenROAD-flow-scripts/flow DESIGN_CONFIG=/design/flow/config.mk WORK_HOME=/design/flow/orfs finish
--- design/flow/config.mk ---
export PLATFORM = sky130hd
export DESIGN_NAME = digit2segment
export DESIGN_NICKNAME = digit2segment
export VERILOG_FILES = /design/flow/design.v
export SDC_FILE = /design/flow/constraint.sdc
export NUM_CORES = 4
export LEC_CHECK = 1
export CORE_AREA = 10 10 99 99
export DIE_AREA = 0 0 109 109
--- design/flow/constraint.sdc ---
current_design digit2segment

set clk_period 5.9
set clk_io_pct 0.2

create_clock -name clk0 -period $clk_period [get_ports {clk}]

set non_clock_inputs [all_inputs -no_clocks]
set_input_delay [expr $clk_period * $clk_io_pct] -clock clk0 $non_clock_inputs
set_output_delay [expr $clk_period * $clk_io_pct] -clock clk0 [all_outputs]
==> impl_metrics.json <==
{
  "syn-cell-area_um2": 1480,
  "hold_path_class": "flip-flop to flip-flop",
  "reg2reg_depth": 3,
  "fp-utilization": 0.191,
  "worst-r2r-setup-slack_ns": 3.53,
  "place_congestion": 0.785,
  "post_cts_buffers": 0,
  "grt_pass1_vias": 945,
  "finClkSkew_ns": 0.00290,
  "stage_log_warnings": 30,
  "drive_gt1_frac": 0.0750,
  "vias_per_cell": 3.83,
  "max_slew.worst_pin.slew_ns": 0.827,
  "synthCells": 147,
  "ir_drop_mv": 0.0782,
  "status": "finished clean",
  "htree_levels": 2,
  "ys_chip_area_um2": 1480,
  "grt.overflow.total": 0,
  "ios": 13,
  "maxSlewHeadroom": 0.445,
  "cap_violations": 0,
  "hp-start": "clkRefresh[26]$_SDFF_PN0_",
  "final_hold_viol_count": 0,
  "cts_tree": "yes",
  "leakagePower_nw": 0.589,
  "cp-start-kind": "flip-flop",
  "antenna_found_initial": 0,
  "cp_top_family": "simple AND/OR/NAND/NOR gates",
  "instances_no_fill": 262,
  "seq_area_frac_synth": 0.487,
  "whs_endpoint": "clkRefresh[26]$_SDFF_PN0_",
  "reg2reg_from": "clkRefresh[4]$_SDFF_PN0_",
  "route.detailed.drc": 0,
  "antenna_left": 0,
  "fmax_ghz": 0.423,
  "yosysCellCount": 147,
  "vias": 1004,
  "grt_first_pass_wirelength_um": 4240,
  "reg2reg_to": "segmentID[1]$_DFFE_PN_",
  "yosys-top-cells-count": "33 x dfxtp_1, 22 x xnor2_1, 16 x nor2_1",
  "diodes": 0,
  "clkTransAtPathRegs_ns": 0.07,
  "critPathBufInv": 0,
  "ff_type": "dfxtp_1",
  "hpwl_um": 1720,
  "hold_path_depth": 1,
  "synth_flops": 35,
  "tns_ns": 0,
  "grt_usage": 0.0423,
  "die_h_um": 109,
  "cts_max_path_buffers": 2,
  "rows": 32,
  "drt-initial-drc-count": 75,
  "yosys.cell_types.count": 27,
  "critPathMaxFanout": 15,
  "async_flop_share": 0,
  "slowest_delay_ns": 0.71,
  "area_leaders": "dfxtp_1 45%, xnor2_1 13%, ha_1 5.9%",
  "dp.cells": 254,
  "insertion_delay_ns": 0.28,
  "port_buffers": 11,
  "grt_max_degree": 16,
  "cts_buffers": 5,
  "syn2layout_area_growth_pct": 19.5,
  "drt-total-wl_um": 2480,
  "top_cell_area_share": 0.447,
  "end_kind": "flip-flop",
  "yosysMostFrequentCell": "dfxtp_1",
  "synth-edff-count": 2,
  "cp_cell_sequence": "or4_1 -> or4_4 -> nor4_4",
  "cts-hold-fix-buffers": 0,
  "wl_per_cell_um": 9.47,
  "finalCritPeriodShare": 0.401,
  "worstSetupPathType": "flip-flop to flip-flop",
  "worst_ep_arrival_time_ns": 2.27,
  "root_buffer": "clkbuf_8",
  "min_period_ns": 2.37,
  "yosys_warnings": 2,
  "die_x_um": 109,
  "finalSetupViolations": 0,
  "yosys.area.top_type": "dfxtp_1",
  "cellPowerDensity_nw_per_um2": 239,
  "coreArea_um2": 7730,
  "chipArea_um2": 11900,
  "slowest_stage": "nor4_4",
  "firstDrtPassIters": 4,
  "drv_slew": 0,
  "avgSynthCellArea_um2": 10.1,
  "cts_resized": 0,
  "required_ns": 5.81,
  "rsz0062_at_grt": "no",
  "cts.sinks": 35
}
## layout by cell type (no fill, tap or decap), types with 3 or more instances in the layout
| cell | count |
|---|---|
| ha_1 | 7 |
| xnor2_1 | 22 |
| clkbuf_8 | 7 |
| nor3_1 | 3 |
| dfxtp_1 | 33 |
| nand3_1 | 14 |
| clkdlybuf4s50_1 | 11 |
| inv_1 | 6 |
| nor4_1 | 5 |
| nand2_1 | 8 |
| nand4_1 | 7 |
| nor2_1 | 16 |
## flip-flops by register name, summed over array words and instances (netlist names)
signal      flops
abcdefg         3
s2              1
clkRefresh     27
segmentID       2
s4              1
s1              1
## logic make-up (layout without fill, tap and decap cells)
kind of cell | Yosys count | count (layout) | synth area share
DFF | 35 | 35 | 0.487
adders and majority gates | 7 | 7 | 0.0592
xor gates and xnor gates | 24 | 24 | 0.142
other | 1 | 1 | 0.00254
AOI/OAI and AO/OA | 2 | 2 | 0.00846
and+or+nand+nor | 65 | 65 | 0.247
buffers and inverters | 13 | 26 | 0.0533
## power breakdown
group          switching [W]  leakage, nW      total, W  internal [W]
Sequential                 0        0.289      0.000238      0.000238
Clock              0.0000783       0.0515      0.000185      0.000106
Combinational   0.0000000286        0.248  0.0000000288             0
## worst max-delay path by stage
stage / startpoint / end / slack (ns) / depth (start not counted)
CTS: clkRefresh[4]$_SDFF_PN0_ / segmentID[0]$_DFFE_PN_ / 3.52 / 3
finish: clkRefresh[4]$_SDFF_PN0_ / segmentID[1]$_DFFE_PN_ / 3.53 / 3
global route: clkRefresh[4]$_SDFF_PN0_ / segmentID[1]$_DFFE_PN_ / 3.41 / 3
## worst reg2reg max path, stage by stage (launching register included)
cell and delay, ns:
dfxtp_1 0.34, or4_1 0.51, or4_4 0.44, nor4_4 0.71
## metrics by stage
stage	util	area (µm²)	power, W	hold slack [ns]	setup slack, ns
after detailed placement	0.216	1670	0.000243	0.450	3.53
final	0.229	1770	0.000423	0.457	3.53
after floorplan	-	1480	0.000244	0.427	3.86
after global routing	0.229	1770	0.000437	0.494	3.41
after CTS	0.229	1770	0.000430	0.464	3.52
after global placement	0.216	1670	0.000243	0.456	3.54
## final cells by class
class,instances,area [µm²]
Clock buffer,8,100
Fill cell,820,5960
Inverter,6,22.5
Multi-Input combinational cell,99,679
Sequential cell,35,721
Tap cell,102,128
Timing Repair Buffer,12,118
## per-layer routing
metal	track usage	part of all wire	wire length (µm)
met4	0.00659	0.012	30
met3	0.0173	0.088	218
met1	0.0600	0.51	1270
met2	0.0600	0.39	964
met5	0	0	0
Power figures rest on the tool's default switching activity, not on a simulated workload.
