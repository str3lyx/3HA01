==> design/flow/design.v <==
module buzzer(clk, sw, high_sw, num, buzz);
input clk, sw, high_sw;
input [3:0] num;
output reg buzz;
reg [25:0] limiter = 25_000_000;
reg [25:0] counter = 0;
always @(*) begin
	case (num)
		1: limiter = 25_000_000 / (high_sw == 1 ? 262 : 523);	 
		2: limiter = 25_000_000 / (high_sw == 1 ? 294 : 587);	 
		3: limiter = 25_000_000 / (high_sw == 1 ? 330 : 659);	 
		4: limiter = 25_000_000 / (high_sw == 1 ? 349 : 698);	 
		5: limiter = 25_000_000 / (high_sw == 1 ? 392 : 784);	 
		6: limiter = 25_000_000 / (high_sw == 1 ? 440 : 880);    
		7: limiter = 25_000_000 / (high_sw == 1 ? 494 : 988);    
		8: limiter = 25_000_000 / (high_sw == 1 ? 523 : 1047);   
		9: limiter = 25_000_000 / (high_sw == 1 ? 587 : 1175);   
		0: limiter = 25_000_000 / (high_sw == 1 ? 659 : 1319);   
		default: limiter = 0;
	endcase
end
always @(posedge clk) begin
	if (sw == 0) begin
		counter = counter + 1;
		if (counter >= limiter) begin
			if (limiter > 0)
				buzz = ~buzz;
			else
				buzz = 0;
			counter = 0;
		end
	end
end
endmodule
==> design/flow/run.sh <==
#!/bin/bash
# OpenROAD 26Q1-2900-gdf79404cd8, Yosys 0.63+post, stock flow scripts
make -C /OpenROAD-flow-scripts/flow DESIGN_CONFIG=/design/flow/config.mk WORK_HOME=/design/flow/orfs finish
==> design/flow/config.mk <==
export PLATFORM = sky130hd
export DESIGN_NAME = buzzer
export DESIGN_NICKNAME = buzzer
export VERILOG_FILES = /design/flow/design.v
export SDC_FILE = /design/flow/constraint.sdc
export NUM_CORES = 4
export LEC_CHECK = 1
export CORE_UTILIZATION = 40
==> design/flow/constraint.sdc <==
current_design buzzer

set clk_period 24.1
set clk_io_pct 0.2

create_clock -name clk0 -period $clk_period [get_ports {clk}]

set non_clock_inputs [all_inputs -no_clocks]
set_input_delay [expr $clk_period * $clk_io_pct] -clock clk0 $non_clock_inputs
set_output_delay [expr $clk_period * $clk_io_pct] -clock clk0 [all_outputs]
==> flow_metrics.py <==
# Metrics from the implementation run
metrics = {
    "grt": {
        "grt_max_degree": 32,
        "antenna_found_initial": 0,
        "grt_pass1_vias": 29925,
        "grt_overflow": 0,
        "grt_use_total_pct": 28.89,
        "grt_pass1_wl_um": 144900,
    },
    "drt": {
        "ant_nets": 0,
        "insertedDiodeCount": 0,
        "vias": 32354,
        "wl_per_cell_um": 15.15,
        "drtIter0Drc": 1844,
        "firstDrtPassIters": 5,
        "drc": 0,
        "routed_via_density": 5.487,
        "drt-total-wl_um": 89330,
    },
    "floorplanning": {
        "rows": 89,
        "io_pins": 8,
        "die_height_um": 245.9,
        "fp-utilization_pct": 40.40,
        "die-area_um2": 60480,
        "die_x_um": 245.9,
        "fp.coreArea_um2": 58910,
    },
    "critical_path": {
        "critPathKind": "input pin to flip-flop",
        "rrSetupSlack_ns": 19.10,
        "worstRegToRegCells": 37,
        "rr_startpoint": "counter[0]$_SDFFCE_PP0N_",
        "critical_path.most_common_cell": "a21oi_2",
        "slowest_stage": "or4_4",
        "cp-end-kind": "flip-flop",
        "start_kind": "input pin",
        "cpPeakStageDelay_ns": 0.56,
        "path_buffers": 46,
        "r2r-end": "counter[25]$_SDFFCE_PP0N_",
        "arrival_ns": 64.16,
        "critPathMaxFanout": 7,
        "startpoint": "num[0]",
        "cp.required_ns": 24.08,
        "crit_family": "AND-OR/OR-AND gates",
    },
    "clocking": {
        "cts_sinks": 27,
        "clkLatencyLatePin_ns": 0.26,
        "cts-htree-levels": 1,
        "cts.path.max_buffers": 2,
        "root_buffer": "clkbuf_16",
        "clk_pin_slew_ns": 0.06,
        "cts_tree": "yes",
        "cts_buffers": 3,
    },
    "timing": {
        "fmax_mhz": 15.58,
        "rsz0062_at_grt": "yes",
        "setup_violations": 27,
        "max_slew.worst_pin.slew_ns": 0.7150,
        "drv_slew": 0,
        "maxSlewHeadroom_pct": 51.99,
        "skew_ns": 0.005220,
        "post-route-min-period_ns": 64.18,
        "setup_ws_ns": -40.08,
        "hold_violations": 0,
        "fin_crit_sh_pct": 266.3,
    },
    "synth": {
        "top_cell_area_share_pct": 13.93,
        "ys_types": 125,
        "ys.flops": 27,
        "avgSynthCellArea_um2": 6.920,
        "synthCells": 3439,
        "synth_top_cell_by_count": "nor2_1",
        "ys_chip_area_um2": 23800,
        "netlist_area_um2": 23800,
        "yosysWarnings": 1,
        "ys_cells": 3439,
        "ys_seq_share_pct": 3.407,
        "area_leaders": "ha_1 14%, a21oi_1 6.4%, nor2_1 6.1%",
        "flop_cell": "edfxtp_1",
        "yosys.area.top_type": "ha_1",
        "top_cells_by_count": "389 x nor2_1, 304 x a21oi_1, 265 x ha_1",
        "edf_count": 27,
        "synthArstFlopShare_pct": 0,
    },
    "worst_hold_path": {
        "holdCritStartpoint": "buzz$_SDFFCE_PP0P_",
        "min_to": "buzz$_SDFFCE_PP0P_",
        "hold_class": "flip-flop to flip-flop",
        "hold_path_depth": 1,
    },
    "placed_design": {
        "place_inst": 5675,
        "dpl.hpwl_um": 69320,
        "port_buffers": 7,
        "gp_congestion": 1.009,
    },
    "outcome": {
        "violations": "setup timing",
        "status": "finished, violations left",
    },
    "finish": {
        "area_delta_synth_final_pct": 67.98,
        "fillers": 4539,
        "final-comb-area_um2": 24250,
        "regArea_um2": 810.8,
        "layout.cells.non_filler": 5896,
        "layout-drive-gt1-share_pct": 44.64,
        "post-route-util_pct": 67.87,
    },
    "job": {
        "tool_warnings": 29,
        "drv_cap": 0,
    },
}
==> cells by family after synthesis <==
group,Yosys count,synth area share (%)
AND-OR/OR-AND,1208,35.00
XOR/XNOR,246,9.085
adder cells (fa/ha/maj),265,13.93
buffers and inverters,204,3.533
flip-flops,27,3.407
multiplexers,101,4.742
other,2,0.03156
AND/OR/NAND/NOR,1386,30.27
==> worst max path at each step <==
stage,endpoint,slack [ns],cells after the start
final,buzz$_SDFFCE_PP0P_,-40.08,390
after global routing,counter[23]$_SDFFCE_PP0N_,-43.96,401
after CTS,buzz$_SDFFCE_PP0P_,-39.64,391
==> repair_timing <==
action,CTS,global route
resized,103,186
buffers inserted,127,85
setup endpoints to repair,27,27
hold buffers,0,0
pin swaps,105,207
cloned,4,1
==> registers in the layout (all words and copies together), names as in the netlist <==
name     count
counter     26
buzz         1
==> per-layer routing <==
layer	GRT usage [%]	up-vias	routed length, µm
met5	0	-	0
met2	46.20	835	39280
li1	-	16518	-
met1	43.14	14885	44160
met3	2.206	116	4452
met4	4.220	0	1447
==> per-stage QoR <==
stage               setup TNS [ns]  instance area (µm²)  hold WS, ns  setup slack [ns]
floorplan                 -1210.25                25110       0.5045            -44.99
global placement          -1088.25                36990       0.5385            -40.33
detailed placement        -1120.47                36990       0.5547            -41.53
CTS                       -1069.74                38550       0.5635            -39.64
global route              -1186.38                39980       0.5790            -43.96
finish                    -1081.60                39980       0.5601            -40.08
==> placed cells by master (no fill, tap or decap), types with 97 or more instances in the layout <==
cell type  instances
o21ai_0          130
buf_4           1735
nor3_1           111
nand3_1          104
ha_1             224
nand2_1          242
o21a_1            97
xnor2_1          155
a21oi_1          232
nor2_1           343
a21o_1           114
==> layout make-up <==
cell class	count	share of cell area (%)
clock buffer	3	0.1878
clock inverter	1	0.02191
inverter	102	0.9765
multi-input combinational	3218	60.65
sequential	27	2.028
tap	773	2.419
timing repair buffer	1772	33.71
